===== flow/run.sh =====
#!/bin/bash
# OpenROAD 26Q1-2900-gdf79404cd8, Yosys 0.63+post, stock flow scripts
make -C /OpenROAD-flow-scripts/flow DESIGN_CONFIG=/design/flow/config.mk WORK_HOME=/design/flow/orfs finish

===== flow/config.mk =====
export PLATFORM = sky130hd
export DESIGN_NAME = mux4
export DESIGN_NICKNAME = mux4
export VERILOG_FILES = /design/flow/design.v
export SDC_FILE = /design/flow/constraint.sdc
export NUM_CORES = 4
export LEC_CHECK = 1
export CORE_AREA = 10 10 95 95
export DIE_AREA = 0 0 105 105

===== flow/constraint.sdc =====
current_design mux4

set clk_period 1.1
set clk_io_pct 0.2

create_clock -name clk0 -period $clk_period

set non_clock_inputs [all_inputs -no_clocks]
set_input_delay [expr $clk_period * $clk_io_pct] -clock clk0 $non_clock_inputs
set_output_delay [expr $clk_period * $clk_io_pct] -clock clk0 [all_outputs]

===== flow/design.v =====
module mux4 (input logic [31:0] d0, d1, d2, d3, input logic [1:0] s, 
			output logic [31:0] y);
always_comb begin
	case(s)
			2'b00: y = d0;
			2'b01: y = d1;
			2'b10: y = d2;
			2'b11: y = d3;
	endcase
end
endmodule

==> summary.txt <==
run results: final setup violating endpoints=32, IR Drop Worst-Case VDD=0.134 mV, hold buffer count at CTS=0, Hold/Removal Path Class=in -> out, I/O pins=162, cell count after placement=295, Yosys Instances=39, cell count of the worst hold path=3, chip height=105 µm, clock network power share=0%, DRC violation total after the first TritonRoute iteration=18, number of synthesis warnings=1, worst relative slew slack=88.8%, Data required, critical path=0.88 ns, drt drc=0, worst path arrival time=1.19 ns, die outline area=11,000 µm², worst hold margin=0.910 ns, sequential group share of total power=0%, number of filler cells placed in the layout=764, run status=finished, violations left, total power per unit cell area=330 nW/µm², final worst-path setup slack=-0.307 ns, chip area estimate from yosys synthesis=between 800 and 900 µm², global route total overflow=0, flip-flops=0, Total GRT Usage=11.3%, highest-count logic cell in the final layout=sky130_fd_sc_hd__dlygate4sd2_1, tally of max-capacitance violations=0, final instance area=~2400 µm², number of hold violations in the final report=0, DR pass1 iterations=4, cell types with the largest area share after synthesis=sky130_fd_sc_hd__mux4_2 (83%), sky130_fd_sc_hd__buf_12 (7.4%), sky130_fd_sc_hd__mux4_1 (6.5%), sky130_fd_sc_hd__buf_2 (1.8%), sky130_fd_sc_hd__buf_6 (1.4%), Worst Hold Path EP=y[9], Port Buf Inserts=162, startpoint of the lowest-slack hold path=d3[9], Place WS=-0.900 ns, relative area change from synthesis to final layout=194%, Net Sw Frac=26.7%, via count of the first global-routing pass=1,545, post-layout minimum cycle time=between 1 and 1.5 ns, Final TNS setup=-8.13 ns, FMAX=0.711 GHz, failing checks=setup timing, logic area=721 µm², wirelength, routed=approximately 6.4 mm, Crit Path Max Fanout=8, DRT antenna net count=0, Slew @ Worst Pin=about 0.17 ns, number of warnings the tools reported=35, filler-free cell count of the finished design=307, number of antenna violations at the first check in global routing=5, post-synth top area share=between 80% and 90%, Pins Over Slew Limit=0, Post-Synthesis Mean Instance Area=20.9 µm², CP Class=in -> out, wire length of the first global-routing pass=~9.5 mm, maximum number of pins on one net before global-route repair=14, commonest cells after routing, fill and taps aside=sky130_fd_sc_hd__dlygate4sd2_1 (126), sky130_fd_sc_hd__mux4_2 (32), sky130_fd_sc_hd__buf_2 (32), post-DR wirelength/cell=about 21 µm, cell taking the most area after synthesis=sky130_fd_sc_hd__mux4_2, category of the worst setup path capture point=output pin, share of layout cells above drive strength 1=38.2%, total leakage power=1.13 nW, area of the core=6910 µm², floorplan-stage core utilization=11.8%, area of the mapped netlist=815 µm², Int Power=0.579 mW, Cells after Synth=39, Unique cell types=5, Overall Power=around 0.79 mW, Reg area=0 µm², RSZ-0062 raised after global routing=yes, fraction of the cycle the final worst path needs=128%, DIE WIDTH=about 110 µm, routability-driven placement congestion ratio=0.820, std cell rows=30, # clk buffers=0, switching power summed over all nets=0.211 mW, startpoint type of the worst setup path=input pin, post-placement cell area=2530 µm², number of vias after detailed routing=1,246, core occupancy in the finished layout=between 30% and 40%, detail-routed via count per cell=4.06, sequential share of the synthesized area=0%, power share of the combinational group=100.0%
-- worst max-delay path by stage --
stage,start,slack [ns],endpoint
CTS,s[0],-0.32,y[25]
global route,s[0],-0.34,y[25]
finish,s[0],-0.31,y[25]
-- power groups by stage --
stage	logic, mW	clock network (mW)	registers [mW]
CTS	0.806	0	0
global route	0.860	0.000000121	0
finish	0.790	0.000000486	0
-- final cells by class --
type,count,area share [%]
repair buffers,175,64.5
multi-input cells,32,30.1
well taps,96,5.01
diodes,4,0.418
-- cells by family after synthesis --
family	Yosys count	share of synthesized area (%)
buffers and inverters	7	10.6
muxes	32	89.4
-- synth_stat cells --
cell                      n
sky130_fd_sc_hd__buf_6    1
sky130_fd_sc_hd__buf_2    3
sky130_fd_sc_hd__mux4_1   2
sky130_fd_sc_hd__buf_12   3
sky130_fd_sc_hd__mux4_2  30
-- layer usage --
layer	global-route usage (%)	routed length, µm
met1	13.6	2560
met2	17.8	2810
met3	7.52	1060
met4	0	1
met5	0	13
-- critical path: stages --
cell	delay (ns)
sky130_fd_sc_hd__buf_12	0.10
sky130_fd_sc_hd__buf_12	0.11
sky130_fd_sc_hd__buf_12	0.13
sky130_fd_sc_hd__mux4_2	0.50
sky130_fd_sc_hd__buf_2	0.13
-- timing repair --
action,4_1_cts,5_1_grt
setup buffers,5,0
resized,250,1
endpoints found under the setup margin,32,32
gates cloned,3,0
Power figures rest on the tool's default switching activity, not on a simulated workload.
