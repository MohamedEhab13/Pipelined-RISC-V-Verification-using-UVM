## ./design.v

```verilog
module flopr (	input logic clk, reset, 
			input logic [31:0] d, 
			output logic [31:0] q);
	always_ff @(posedge clk, posedge reset)
		if (reset) q <= 0;
		else q <= d;
endmodule
```

## ./run.sh

```bash
#!/bin/bash
# OpenROAD 26Q1-2900-gdf79404cd8, Yosys 0.63+post, stock flow scripts
make -C /OpenROAD-flow-scripts/flow DESIGN_CONFIG=/design/flow/config.mk WORK_HOME=/design/flow/orfs finish
```

## ./config.mk

```make
export PLATFORM = sky130hd
export DESIGN_NAME = flopr
export DESIGN_NICKNAME = flopr
export VERILOG_FILES = /design/flow/design.v
export SDC_FILE = /design/flow/constraint.sdc
export NUM_CORES = 4
export LEC_CHECK = 1
export CORE_AREA = 10 10 106 106
export DIE_AREA = 0 0 116 116
```

## ./constraint.sdc

```tcl
current_design flopr

set clk_period 1.0
set clk_io_pct 0.2

create_clock -name clk0 -period $clk_period [get_ports {clk}]

set non_clock_inputs [all_inputs -no_clocks]
set_input_delay [expr $clk_period * $clk_io_pct] -clock clk0 $non_clock_inputs
set_output_delay [expr $clk_period * $clk_io_pct] -clock clk0 [all_outputs]
```

==> flow_metrics.py <==
# Auto-generated metrics
metrics = {
    "timing": {
        "final_max_slew_viol_count": 0,
        "finalSetupTns_ps": 0,
        "max_freq_ghz": 1.03,
        "max_slew.worst_pin.slew_ps": 142,
        "slew_headroom_pct": 90.5,
        "min_period_over_period_pct": 96.7,
        "rsz0062_at_grt": "yes",
        "setup_viol": 0,
        "fin_crit_ps": 967,
        "hold_viol": 0,
    },
    "worst_setup_path": {
        "crit_chain": "buf_2",
        "worstSetupEndpointType": "output pin",
        "cp_num_buf_inv": 1,
        "cp.arrival_ps": 770,
        "crit_slowest_cell": "dfrtp_1",
        "critPathMaxFanout": 1,
        "start_kind": "register",
        "crit_start": "q[17]",
        "crit_type": "reg -> out",
        "worst-endpoint-required_ps": 800,
        "path_delay_family": "flip-flops",
        "max_stage_delay_ps": 380,
    },
    "pwr": {
        "power_per_cell_area_nw_per_um2": 1670,
        "power.total_mw": 2.58,
        "p_leak_nw": 0.693,
        "vdd_ir_drop_max_v": 0.000572,
    },
    "finish": {
        "largest_reg_flops": 32,
        "drive_gt1_share_pct": 37.0,
        "final_util_pct": 17.5,
        "logic_area_sq_um": 0,
        "logic_gates": 0,
        "n_fill_cell": 987,
        "synthToLayoutAreaGrowth_pct": 92.4,
        "top_register": "q",
        "largest_registers": "q (32)",
    },
    "floorplanning": {
        "die_w_microns": 116,
        "num_rows": 34,
        "dieArea_sq_um": 13500,
        "die_h_microns": 116,
        "initCoreUtil_pct": 9.09,
        "coreArea_sq_um": 8850,
        "io_pins": 66,
    },
    "placed_design": {
        "routabilityCongestion": 0.665,
        "port_buffers": 65,
    },
    "clock_tree": {
        "tritoncts": "yes",
        "cts_max_level": 2,
        "cts_sinks": 32,
        "cts-root-buf": "clkbuf_8",
        "hold_buffers": 0,
        "cts_setup_buffers": 0,
        "cts_buffers": 5,
        "cts_max_path_buffers": 2,
        "clk_pin_slew_ps": 70,
    },
    "detailed_routing": {
        "viasPerCell": 2.55,
        "wl_per_cell_microns": 12.7,
        "drc": 0,
        "ant_nets": 0,
        "antenna_cells": 0,
        "drtIter0Drc": 10,
        "postRouteWirelength_microns": 2750,
        "drt_first_pass_iters": 2,
        "vias": 550,
    },
    "flow_run": {
        "drv_cap": 0,
        "warnings": 26,
    },
    "yosys": {
        "yosysTopAreaCell": "dfrtp_1",
        "top_cell_area_share_pct": 99.5,
        "synth_flops": 32,
        "synthCells": 33,
        "postSynthSeqShare_pct": 99.5,
        "avgSynthCellArea_sq_um": 24.4,
        "yosysCellCount": 33,
        "synth_cell_types": 2,
        "netlist_area_sq_um": 805,
        "synthTopCellsByArea": "dfrtp_1, inv_1",
        "yosys_area_sq_um": 805,
        "ys_warn_count": 1,
    },
    "global_route": {
        "grt-ovfl-total": 0,
        "grtUsageTotal_pct": 3.89,
        "grt_start_max_net_pins": 26,
        "grt_pass1_vias": 654,
        "antenna_found_initial": 0,
        "grt_pass1_wl_microns": 4000,
    },
    "worst_hold_path": {
        "hold_path.class": "in -> async",
    },
    "run_status": {
        "outcome": "finished, final reports clean",
    },
}
[stage by stage]
| stage | area (sq um) | hold WS [ps] | worst slack [ps] | instances |
|---|---|---|---|---|
| 4_1_cts | 1550 | 279 | 14.7 | 216 |
| 3_5_place_dp | 1620 | 567 | -19.2 | 208 |
| 3_3_place_gp | 1620 | 557 | -20.1 | 208 |
| 6_report | 1550 | 290 | 32.9 | 216 |
| 5_1_grt | 1550 | 287 | -3.48 | 216 |
| 2_1_floorplan | 805 | 231 | 109 | 33 |
[kinds of logic (layout without fill, tap and decap cells)]
group                  Yosys count  in the layout  share of synthesized area, %
DFF                             32             32                          99.5
buffers and inverters            1             76                         0.466
[layer usage]
metal  share of wire [%]  vias to the layer above  track usage, %
li1                    -                      246               -
met1                  41                      251            4.69
met2                  40                       53            5.50
met3                  19                        0            3.19
met4                   0                        0           0.334
met5                   0                        -               0
[worst paths after layout]
path	cells after the start	slack [ps]	endpoint
min in group clk0	1	360	q[29]
max in group asynchronous	3	550	q[10]
hold / removal	3	290	q[11]
setup / recovery	1	30	q[17]
[area by class of cell]
cell class	count	area, sq um	area share, %
sequential	32	801	51.7
timing repair buffer	67	518	33.5
tap	108	135	8.73
clock buffer	8	90.1	5.82
inverter	1	3.75	0.243
[power breakdown]
part	internal, mW	total (mW)	leakage, nW	switching [mW]
clock network	0.560	0.980	0.0455	0.420
logic	0.164	0.225	0.275	0.0612
registers	1.36	1.37	0.373	0.0137
total	2.08	2.58	0.693	0.494
[synth_stat cells]
cell	n
inv_1	1
dfrtp_1	32
[what timing repair did]
| action | CTS | global route |
|---|---|---|
| resized | 101 | 0 |
| cloned | 0 | 0 |
| setup endpoints to repair | 32 | 2 |
| pin swaps | 0 | 0 |
[layout by cell type, fill, tap and decap left out]
master	Yosys	final
clkdlybuf4s50_1	0	33
clkbuf_8	0	6
buf_12	0	1
dfrtp_1	32	32
clkbuf_1	0	2
buf_2	0	32
buf_4	0	1
inv_1	1	1
Power and IR drop assume default switching activity.
